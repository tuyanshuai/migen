[/design/flow/run.sh]
#!/bin/bash
# OpenROAD 26Q1-2900-gdf79404cd8, Yosys 0.63+post, stock flow scripts
make -C /OpenROAD-flow-scripts/flow DESIGN_CONFIG=/design/flow/config.mk WORK_HOME=/design/flow/orfs finish
[/design/flow/config.mk]
export PLATFORM = sky130hd
export DESIGN_NAME = top
export DESIGN_NICKNAME = top
export VERILOG_FILES = /design/flow/design.v
export SDC_FILE = /design/flow/constraint.sdc
export NUM_CORES = 4
export LEC_CHECK = 1
export CORE_AREA = 10 10 70 70
export DIE_AREA = 0 0 80 80
[/design/flow/constraint.sdc]
current_design top

set clk_period 1.2
set clk_io_pct 0.2

create_clock -name clk0 -period $clk_period [get_ports {clk}]

set non_clock_inputs [all_inputs -no_clocks]
set_input_delay [expr $clk_period * $clk_io_pct] -clock clk0 $non_clock_inputs
set_output_delay [expr $clk_period * $clk_io_pct] -clock clk0 [all_outputs]
[/design/flow/design.v]
module top(
	output led595_clk,
	output led595_dout,
	output led595_latch,
	input clk
);
reg [9:0] cnt0 = 10'd0;
wire [7:0] binval;
reg [5:0] cnt1 = 6'd0;
wire dout;
reg latch = 1'd0;
wire ledclk;
reg [7:0] btmp = 8'd0;
wire sys_clk;
wire sys_rst;
wire por_clk;
reg int_rst = 1'd1;
// synthesis translate_off
reg dummy_s;
initial dummy_s <= 1'd0;
// synthesis translate_on
assign binval = 8'd255;
assign led595_clk = ledclk;
assign led595_dout = 1'd1;
assign led595_latch = latch;
assign dout = btmp[7];
assign ledclk = cnt1[3];
assign sys_clk = clk;
assign por_clk = clk;
assign sys_rst = int_rst;
always @(posedge por_clk) begin
	int_rst <= 1'd0;
end
always @(posedge sys_clk) begin
	cnt0 <= (cnt0 + 1'd1);
	cnt1 <= (cnt1 + 1'd1);
	if ((cnt1 == 6'd63)) begin
		latch <= 1'd1;
		btmp <= binval;
	end else begin
		latch <= 1'd0;
		btmp <= (btmp <<< 1'd1);
	end
	if (sys_rst) begin
		cnt0 <= 10'd0;
		cnt1 <= 6'd0;
		latch <= 1'd0;
		btmp <= 8'd0;
	end
end
endmodule
==> results.txt <==
impl run done, here's what came out: max-cap violation count 0, Avg WL per Cell 5.59 um, Yosys cell types 16, #FFs+latches synth 8, FILL cells 390, final setup margin 169 ps, Comb gate area 121 um^2, family with the most delay on the worst path flip-flops, n_diodes 0, number of logged tool warnings 25, first-pass GRT wire length 724 um, cell count after placement 77, worst-path cell chain dlygate4sd2_1, Crit path buffers/inverters 1, Top Ports 4, Final Hold Viols 0, Clock Path Buffers 2, DR DRC count 0, num rows 21, Floorplan Utilization 8.57%, crit path DAT 790 ps, initial antenna violation count 0, cells in synth_stat.txt 29, P&R area growth vs syn 33.8%, Final Max Slew Viols 0, Area leader share 54.7%, RSZ-0062 raised after global routing no, Slowest cell on crit path dfxtp_2, Die W 80 um, kind of critical path flop to primary output, mapped cell area 293 um^2, outcome finished clean, number of global-route vias before repair 173, fin crit share 85.9%, tally of buffers added on design ports 2, synthesis area per yosys 293 um^2, CTS tree yes, Main area contributors dfxtp_1, nor2_1, xnor2_1, grt total ovfl 0, sequential share of the synthesized area 54.7%, HP Class flop to flop, CTS buffer count 3, Fin Hold WS 460 ps, die area 6400 um^2, total negative slack 0 ps, Vias/cell 2.20, Synth area leader dfxtp_1, total clock sinks 8, Post-Syn Instances 29, pwr/cell area 1280 nW/um^2, Initial DRT Pass Iterations 2, CP Launch Type flop, hold buffers post-CTS 0, share of layout cells above drive strength 1 20.6%, Ys Warns 2, Detailed Route Iter0 Violations 23, Tmin final 1030 ps, GP Congestion 0.708, largest net degree at the start of global routing 8, CP endpoint kind primary output, skew final 2.96 ps, total track usage 1.58%, Leak Pwr 0.141 nW, Clk pin slew, worst setup/hold paths 50 ps, Fmax 970 MHz, crit path DRT 960 ps, Flop area 161 um^2, DIE HEIGHT 80 um, endpoints failing setup 0, DRT Wirelength 447 um, worst-skew pair later-pin latency 250 ps, Routed Antenna Nets 0, fin util 11.5%, clk root buf clkbuf_4, via count 176, H-tree Lvls 1, Placeable Area 3420 um^2, Crit Path Max Fanout 2, Finished Layout Cells 80, max incr delay on CP 310 ps, VDD IR-drop max 0.000253 V, Avg Synthesized Cell Area 10.1 um^2, dpl ws 184 ps, DP HPWL 355 um
-- flip-flops by register name, indices dropped and copies added (netlist names) --
name     flops
latch        1
cnt1         6
int_rst      1
-- repair_timing --
| item | CTS | global route |
|---|---|---|
| resized | 3 | 0 |
| setup buffers | 0 | 0 |
| setup endpoints to repair | 2 | 0 |
-- layer usage --
layer	GRT usage, %	routed length [um]	up-vias
li1	-	-	99
met1	1.74	198	71
met2	1.52	156	6
met3	2.39	92	0
met4	0.352	0	0
met5	0	0	-
-- worst paths after layout --
path / to / startpoint / slack, ps / cells past startpoint
worst max-delay path: led595_clk / cnt1[3]$_SDFF_PP0_ / 170 / 1
worst min-delay path: cnt1[0]$_SDFF_PP0_ / cnt1[0]$_SDFF_PP0_ / 460 / 1
worst min register to register: cnt1[0]$_SDFF_PP0_ / cnt1[0]$_SDFF_PP0_ / 460 / 1
worst max register to register: cnt1[4]$_SDFF_PP0_ / cnt1[0]$_SDFF_PP0_ / 210 / 4
-- cells in the final DEF (no fill, tap or decap), drive strengths merged --
cell / count
dfxtp: 8
nor2: 5
clkbuf: 3
xnor2: 2
conb: 2
dlygate4sd2: 2
nand3: 2
nor2b: 1
inv: 1
nand2b: 1
nor3: 1
nand2: 1
nor4: 1
o21bai: 1
xor2: 1
ha: 1
buf: 1
-- logic make-up (layout without fill, tap and decap cells) --
| group | count (synthesis) | after routing | share of synthesized area, % |
|---|---|---|---|
| compound gates | 1 | 1 | 2.57 |
| xor+xnor | 3 | 3 | 8.98 |
| fa+ha+maj | 1 | 1 | 4.27 |
| buf+inv | 2 | 7 | 3.85 |
| flops | 8 | 8 | 54.7 |
| other cells | 2 | 2 | 2.57 |
| simple gates | 12 | 12 | 23.1 |
-- cell usage after synthesis --
cell      n
nor4_2    1
nand3_2   1
nor2_1    5
conb_1    2
dfxtp_1   8
xnor2_1   2
nand2b_1  1
nor2b_1   1
o21bai_1  1
inv_1     1
buf_4     1
nor3_1    1
nand3_1   1
ha_1      1
nand2_1   1
xor2_1    1
-- cell type report --
cell class / count / area share (%)
sequential: 8 / 41.2
multi-input combinational: 19 / 31.0
tap: 46 / 14.7
timing repair buffer: 3 / 6.39
clock buffer: 3 / 5.75
inverter: 1 / 0.958
-- metrics by stage --
stage | cell area, um^2 | power (W)
finish | 392 | 0.000502
global route | 392 | 0.000527
CTS | 392 | 0.000509
detailed placement | 370 | 0.000309
global placement | 370 | 0.000306
floorplan | 293 | 0.000305
-- report_power, final --
group | internal, W | leakage, nW | switching, W
clock network | 0.000114 | 0.0138 | 0.0000850
logic | 0.00000927 | 0.0609 | 0.00000649
registers | 0.000277 | 0.0660 | 0.0000101
total | 0.000400 | 0.141 | 0.000102
Power and IR drop assume default switching activity.
